**design/flow/config.mk**
```make
export PLATFORM = sky130hd
export DESIGN_NAME = top
export DESIGN_NICKNAME = top
export VERILOG_FILES = /design/flow/design.v
export SDC_FILE = /design/flow/constraint.sdc
export NUM_CORES = 4
export LEC_CHECK = 1
export CORE_UTILIZATION = 30
export SYNTH_HDL_FRONTEND = slang
export SYNTH_MEMORY_MAX_BITS = 65536
```
**design/flow/constraint.sdc**
```tcl
current_design top

set clk_period 2251.4
set clk_io_pct 0.2

create_clock -name clk0 -period $clk_period [get_ports {i_clk_rd}]
create_clock -name clk1 -period $clk_period [get_ports {i_clk_wr}]

set non_clock_inputs [all_inputs -no_clocks]
set_input_delay [expr $clk_period * $clk_io_pct] -clock clk0 $non_clock_inputs
set_output_delay [expr $clk_period * $clk_io_pct] -clock clk0 [all_outputs]
```
**design/flow/design.v**
```verilog
module synchronous_fifo
    #(
        parameter int G_WIDTH   = 8,
        parameter int G_DEPTH  = 10
    )
    (
    input logic i_clk_wr,     
    input logic i_rst_wr,    
    input logic i_wr,       
    input logic [G_WIDTH -1 : 0] i_data,    
    input logic i_clk_rd,     
    input logic i_rst_rd,    
    input logic i_rd,       
    output logic [G_WIDTH -1 : 0] o_data,
    output logic o_overflow,
    output logic o_underflow,
    output logic o_full,
    output logic o_empty,
    output logic f_rd_done
    );
    logic [G_DEPTH : 0] r_addr_wr;
    logic [G_DEPTH : 0] r_addr_rd;
    logic [G_DEPTH : 0] r_fill_level;
    logic [G_WIDTH -1 : 0] mem [2**G_DEPTH];
    always_ff @(posedge i_clk_wr) begin : wr_domain
        if(i_rst_wr) begin
            r_addr_wr <= '0;
        end else begin
            if(i_wr && !o_full) begin
                mem[r_addr_wr[G_DEPTH -1 : 0]] <= i_data;
                r_addr_wr <= r_addr_wr + 1;
            end
        end
    end
    always_ff @(posedge i_clk_rd) begin : rd_domain
        if(i_rst_rd) begin
            r_addr_rd <= '0;
            f_rd_done <= 1'b0;
        end else begin
            f_rd_done <= 1'b0;
            if(i_rd && !o_empty) begin
                o_data <= mem[r_addr_rd[G_DEPTH -1 : 0]];
                r_addr_rd <= r_addr_rd + 1;
                f_rd_done <= 1'b1;
            end
        end
    end
    assign o_overflow = (o_full && i_wr) ? 1'b1 : 1'b0;
    assign o_underflow = (o_empty && i_rd) ? 1'b1 : 1'b0;
    assign r_fill_level = r_addr_wr - r_addr_rd;
    assign o_empty = (r_fill_level == 0) ? 1'b1 : 1'b0;
    assign o_full = (r_fill_level == 2**G_DEPTH) ? 1'b1 : 1'b0;
endmodule : synchronous_fifo
module assertion
    #(
        parameter int G_DEPTH  = 10
    )
    (
        input logic [G_DEPTH : 0] r_addr_wr,
        input logic [G_DEPTH : 0] r_addr_rd,
        input logic [G_DEPTH : 0] r_fill_level,
        input logic i_clk_wr,     
        input logic i_rst_wr,    
        input logic i_wr,       
        input logic i_clk_rd,     
        input logic i_rst_rd,    
        input logic i_rd,       
        input logic o_overflow,
        input logic o_underflow,
        input logic o_full,
        input logic o_empty
    );
    assert_reset_wr : assert property(@(posedge i_clk_wr) disable iff(i_rst_wr) $rose(i_rst_wr) |=> r_addr_wr ==0)
        else $warning("Test Failure! ASSERTION FAILED!");
    assert_reset_rd : assert property(@(posedge i_clk_rd) disable iff(i_rst_rd) $rose(i_rst_rd) |=> r_addr_rd ==0)
        else $warning("Test Failure! ASSERTION FAILED!");
    check_full : assert property (@(posedge i_clk_rd) disable iff(i_rst_rd) r_fill_level == 2**G_DEPTH |-> o_full == 1'b1)
        else $warning("Test Failure! ASSERTION FAILED!");
    check_full_negative : assert property (@(posedge i_clk_wr) disable iff(i_rst_wr) !(r_fill_level == 2**G_DEPTH) |-> !o_full)
        else $warning("Test Failure! ASSERTION FAILED!");
    check_empty : assert property(@(posedge i_clk_rd) disable iff(i_rst_rd) r_fill_level == 0 |-> o_empty == 1'b1)
        else $warning("Test Failure! ASSERTION FAILED!");
    check_empty_negative : assert property (@(posedge i_clk_rd) disable iff(i_rst_rd) !(r_fill_level == 0) |-> !o_empty)
        else $warning("Test Failure! ASSERTION FAILED!");
    check_full_empty : assert property (@(posedge i_clk_wr) disable iff(i_rst_wr) o_empty |-> !o_full)
        else $warning("Test Failure! ASSERTION FAILED!");
    check_empty_full : assert property (@(posedge i_clk_wr) disable iff(i_rst_wr) o_full |-> !o_empty)
        else $warning("Test Failure! ASSERTION FAILED!");
    check_push_overflow : assert property (@(posedge i_clk_wr) disable iff(i_rst_wr) (i_wr && o_full && !i_rd) |=> $stable(r_addr_wr))
        else $warning("Test Failure! ASSERTION FAILED!");
    check_pop_underflow : assert property (@(posedge i_clk_rd) disable iff(i_rst_rd) (i_rd && o_empty && !i_wr) |=> $stable(r_addr_rd))
        else $warning("Test Failure! ASSERTION FAILED!");
    check_push : assert property (@(posedge i_clk_wr) disable iff(i_rst_wr) (i_wr && !o_full) |=> !($stable(r_addr_wr)))
        else $warning("Test Failure! ASSERTION FAILED!");
    check_pop : assert property (@(posedge i_clk_rd) disable iff(i_rst_rd) (i_rd && !o_empty) |=> !($stable(r_addr_rd)))
        else $warning("Test Failure! ASSERTION FAILED!");
    check_w_addr : assert property (@(posedge i_clk_wr) disable iff(i_rst_wr) i_wr && !o_full |=> r_addr_wr == ($past(r_addr_wr) + 1) % 2**(G_DEPTH+1))
        else $warning("Test Failure! ASSERTION FAILED!");
    check_r_addr : assert property (@(posedge i_clk_rd) disable iff(i_rst_rd) i_rd && !o_empty |=> r_addr_rd == ($past(r_addr_rd) + 1) % 2**(G_DEPTH+1))
    else $warning("Test Failure! ASSERTION FAILED!");        
    check_overflow : assert property (@(posedge i_clk_wr) disable iff(i_rst_wr) o_full && i_wr |-> o_overflow)
        else $warning("Test Failure! ASSERTION FAILED!");
    check_overflow_negative : assert property (@(posedge i_clk_wr) disable iff(i_rst_wr) !o_full |-> !o_overflow)
        else $warning("Test Failure! ASSERTION FAILED!");
    check_underflow : assert property (@(posedge i_clk_rd) disable iff(i_rst_rd) o_empty && i_rd |-> o_underflow)
        else $warning("Test Failure! ASSERTION FAILED!");
    check_underflow_negative : assert property (@(posedge i_clk_rd) disable iff(i_rst_rd) !o_empty |-> !o_underflow)
        else $warning("Test Failure! ASSERTION FAILED!");
    check_overflow_correctness : assert property (@(posedge i_clk_wr) disable iff(i_rst_wr) o_overflow == (i_wr & o_full))
        else $warning("Test Failure! ASSERTION FAILED!");
    check_underflow_correctness : assert property (@(posedge i_clk_rd) disable iff(i_rst_rd) o_underflow == (i_rd & o_empty))
        else $warning("Test Failure! ASSERTION FAILED!");
    check_rfill_correctness : assert property (@(posedge i_clk_wr) disable iff(i_rst_wr) r_fill_level == (r_addr_wr - r_addr_rd))
        else $warning("Test Failure! ASSERTION FAILED!");
    check_full_correctness : assert property (@(posedge i_clk_wr) disable iff(i_rst_wr) o_full == (r_fill_level == 2**G_DEPTH))
        else $warning("Test Failure! ASSERTION FAILED!");
    check_empty_correctness : assert property (@(posedge i_clk_rd) disable iff(i_rst_rd) o_empty == (r_fill_level == 0))
        else $warning("Test Failure! ASSERTION FAILED!");
endmodule
module top
    #(
        parameter int G_WIDTH   = 8,
        parameter int G_DEPTH  = 10
    )
    (
    input logic i_clk_wr,     
    input logic i_rst_wr,    
    input logic i_wr,       
    input logic [G_WIDTH -1 : 0] i_data,    
    input logic i_clk_rd,     
    input logic i_rst_rd,    
    input logic i_rd,       
    output logic [G_WIDTH -1 : 0] o_data,
    output logic o_overflow,
    output logic o_underflow,
    output logic o_full,
    output logic o_empty,
    output logic f_rd_done
    );
    synchronous_fifo #(.G_WIDTH(G_WIDTH),.G_DEPTH(G_DEPTH)) DUT 
    (
    	.i_clk_wr,
    	.i_rst_wr,
    	.i_wr,
    	.i_data,
    	.i_clk_rd,
    	.i_rst_rd,
    	.i_rd,
        .o_data,
        .o_underflow,
        .o_overflow,
        .o_full,
        .o_empty,
        .f_rd_done
	);
	bind synchronous_fifo assertion #(.G_DEPTH(G_DEPTH)) inst
    (
        .r_addr_wr(DUT.r_addr_wr),
        .r_addr_rd(DUT.r_addr_rd),
        .r_fill_level(DUT.r_fill_level),
    	.i_clk_wr,
    	.i_rst_wr,
    	.i_wr,
    	.i_clk_rd,
    	.i_rst_rd,
    	.i_rd,
        .o_underflow,
        .o_overflow,
        .o_full,
        .o_empty
	);
endmodule
```
**design/flow/run.sh**
```bash
#!/bin/bash
# OpenROAD 26Q1-2900-gdf79404cd8, Yosys 0.63+post, stock flow scripts
make -C /OpenROAD-flow-scripts/flow DESIGN_CONFIG=/design/flow/config.mk WORK_HOME=/design/flow/orfs finish
```
==> results.cfg <==
; physical design summary
[synthesis]
fa_ha_area_share_pct = 0.0587
logic_family = multiplexers
top_cell_area_share_pct = 77.0
syn_avg_cell_area_sq_um = 21.4
synth_flops = 8223
async_flop_share_pct = 0
synth_seq_share_pct = 77.1
ys_sh_simple_pct = 2.29
flop_cell = edfxtp_1
ys_cells = 14900
synthCells = 14900
yosysUniqueCellTypes = 83
edf_count = 8200
ys_sh_xor_pct = 0.0137
synth_area_sq_mm = 0.320
area_leaders = edfxtp_1 (77%), mux4_2 (14%), mux2i_1 (2.1%), nor2_1 (1.4%), clkbuf_1 (0.48%)
ys_sh_mux_pct = 16.2
aoi_share_pct = 2.58
ys_warn_count = 0
ys_area_sq_mm = 0.320
yosysTopAreaCell = edfxtp_1

[layout]
layout-drive-gt1-share_pct = 24.6
lay_top_cells = edfxtp_1 (8200), mux4_2 (1992), nor2_1 (1168), clkbuf_16 (832), buf_4 (738)
final_common_cell = edfxtp_1
stdcell_count = 30500
area.growth.synth_to_final_pct = 14.3

[sta]
fin_worst_skew_ns = 0.0772
setup_violations = 0
slew_viol_final = 0
relSlewSlack_pct = 7.59
hold_viol_final = 0
setup-tns-final_ns = 0
layout_setup_ws_ns = 1349.43
hold_ws_ns = 0.499
rsz0062_at_grt = false
worst_slew_pin_slew_ns = 1.35

[placed_design]
dp_hpwl_mm = 592
pre_cts_ws_ns = 1349.34
io_buffer_count = 25
gp_congestion = 0.903
dp_cells = 28800

[floorplan]
initCoreUtil_pct = 30.2
row_count = 378
chipArea_sq_mm = 1.07
fp.dieH_mm = 1.03
core_area_sq_mm = 1.06
ios = 27
die_x_mm = 1.03

[power_and_ir_drop]
p_sw_w = 0.0000758
pwr-share-clk_pct = 40.0
switching_share_pct = 22.9
p_per_area_mw_per_mm2 = 0.907
internal_power_w = 0.000256
ir_drop_v = 0.000000866
leakagePower_nw = 109
power_frac_seq_pct = 50.8
combPwrFrac_pct = 9.1

[grt]
antenna_found_initial = 92
grt_max_degree = 133
overflow = 0
grt_use_total_pct = 19.1
grt_pass1_wl_mm = 1330
grt_pass1_vias = 172000

[setup_path]
regToRegSetupSlack_ns = 2243.06
slowest_delay_ns = 0.74
crit_chain = clkdlybuf4s50_1 -> and2_1 -> clkdlybuf4s50_1
slowest_stage = clkdlybuf4s50_1
path_class = in2out
cp.required_ns = 1801.12
cp_max_fo = 3
critPathLaunchType = input pin
r2r_start = DUT.r_addr_rd[0]
worst-path-buf-inv = 2
critPathTopFamily = buffers and inverters
reg2regPathDepth = 16
cp-end-kind = output pin
r2r-end = DUT.o_data[0]
arrival_ns = 451.69
crit_path_frequent_cell = clkdlybuf4s50_1

[detailed_routing]
dr.first_iter.drc_count = 11100
drt-total-wl_mm = 956
drtPass1Iterations = 6
drc = 0
viasPerCell = 5.16
vias = 157000
ant_nets = 0
wire_per_inst_um = 31.4

[clock_network]
cts.sinks = 8223
postCtsSetupBuffers = 0
hold_buffers = 0
cts_resized = 0
clk_pin_slew_ns = 0.06
cts_tree = built

[flow_run]
maxCapViolCount = 0
tool_warnings = 71

[min_path]
holdCritStartpoint = DUT.r_addr_rd[10]
whs_endpoint = DUT.r_addr_rd[10]
holdPathStages = 2
hold_path.class = reg2reg

[outcome]
status = complete, no violations
cells by family after synthesis:
group | count (synthesis)
and+or+nand+nor | 1800
DFF | 8223
AOI/OAI and AO/OA | 1207
buffers and inverters | 1000
adders and majority gates | 15
muxes | 2696
xor gates and xnor gates | 5
sequential cells by signal, indices dropped and copies added, names as in the netlist:
register / cells
DUT.o_data: 8
DUT.r_addr_wr: 11
DUT.f_rd_done: 1
DUT.r_addr_rd: 11
DUT.mem: 8192
layer usage:
| layer | track usage (%) | wire length (um) | share of wire, % |
|---|---|---|---|
| met5 | 2.89 | 3510 | 0.37 |
| met4 | 8.74 | 53200 | 5.6 |
| met3 | 17.6 | 194000 | 20 |
| met2 | 27.2 | 432000 | 45 |
| met1 | 18.4 | 274000 | 29 |
synth_stat cells (98+ instances only):
| master | count |
|---|---|
| o21ai_0 | 191 |
| a221oi_1 | 148 |
| mux2i_1 | 668 |
| nand2_1 | 323 |
| mux4_2 | 1992 |
| edfxtp_1 | 8200 |
| nand3_1 | 98 |
| a21oi_1 | 266 |
| nor2_1 | 1188 |
| buf_2 | 289 |
| buf_4 | 98 |
| clkbuf_1 | 410 |
| buf_6 | 108 |
| o22ai_1 | 110 |
power by group through the flow:
stage	Sequential, W	Combinational, W	Clock [W]
4_1_cts	0.000169	0.0000305	0.000134
5_1_grt	0.000168	0.0000320	0.000140
6_report	0.000169	0.0000303	0.000133
stage by stage:
step | util, % | instance area (sq um) | total power, W
finish | 34.5 | 366000 | 0.000332
global route | 34.5 | 366000 | 0.000341
CTS | 34.4 | 365000 | 0.000334
detailed placement | 32.0 | 339000 | 0.000202
global placement | 32.0 | 339000 | 0.000202
floorplan | - | 320000 | 0.000191
cell type report:
type / count / area, sq um
Antenna cell: 169 / 423
Clock buffer: 1047 / 21600
Clock inverter: 468 / 4380
Fill cell: 96500 / 695000
Inverter: 22 / 120
Multi-Input combinational cell: 5723 / 68500
Sequential cell: 8223 / 247000
Tap cell: 14100 / 17600
Timing Repair Buffer: 790 / 6370
worst max-delay path by stage:
stage	depth (start not counted)	slack [ns]	start	endpoint
final	3	1349.43	i_wr	o_overflow
after global routing	3	1349.38	i_wr	o_overflow
after CTS	3	1349.34	i_wr	o_overflow
worst reg2reg max path, cell delays in order (launching register included):
cell and delay (ns):
dfxtp_4 0.80, buf_4 0.70, buf_4 0.66, buf_4 0.68, buf_4 0.64, buf_4 0.59
buf_4 0.65, mux4_2 0.60, a22oi_1 0.19, a21oi_1 0.16, a211oi_1 0.89, nor3_1 0.11
buf_4 0.23, nor3_1 0.61, o22a_1 0.25, a31oi_2 0.06, buf_4 0.24
No activity file was given, so power comes from the tool's default toggle rates.
